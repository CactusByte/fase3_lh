## flow/run.sh

```bash
#!/bin/bash
# OpenROAD 26Q1-2900-gdf79404cd8, Yosys 0.63+post, stock flow scripts
make -C /OpenROAD-flow-scripts/flow DESIGN_CONFIG=/design/flow/config.mk WORK_HOME=/design/flow/orfs finish
```

## flow/config.mk

```make
export PLATFORM = sky130hd
export DESIGN_NAME = Control
export DESIGN_NICKNAME = Control
export VERILOG_FILES = /design/flow/design.v
export SDC_FILE = /design/flow/constraint.sdc
export NUM_CORES = 4
export LEC_CHECK = 1
export CORE_AREA = 10 10 79 79
export DIE_AREA = 0 0 89 89
```

## flow/constraint.sdc

```tcl
current_design Control

set clk_period 5.1
set clk_io_pct 0.2

create_clock -name clk0 -period $clk_period

set non_clock_inputs [all_inputs -no_clocks]
set_input_delay [expr $clk_period * $clk_io_pct] -clock clk0 $non_clock_inputs
set_output_delay [expr $clk_period * $clk_io_pct] -clock clk0 [all_outputs]
```

## flow/design.v

```verilog
module Control (
  input  wire [31:0] instr,
  input  wire        LE,
  output reg         call_instruc,
  output reg  [3:0]  SOH_S,
  output reg         ID_Branch_Instruc,
  output reg  [3:0]  ID_ALU_op,
  output reg         ID_load_intruc,
  output reg         RF_LE,
  output reg  [1:0]  RAM_Size,
  output reg         RAM_R_W,
  output reg         RAM_Enable,
  output reg         jumpl_intruct,
  output reg         PSR_Enable,
  output reg  [1:0]  Load_Call_jmpl,
  output reg         target_sel,
  output reg         alu_src_EX,
  output reg         mem_to_reg_WB,
  output reg  [31:0] imm_ext,
  output reg  [4:0]  rs1, rs2, rd,
  output reg  [79:0] keyword
);
  wire [7:0] op = instr[31:24];
  task defaults;
  begin
    call_instruc   = 1'b0;
    SOH_S          = 4'd0;
    ID_Branch_Instruc = 1'b0;
    ID_ALU_op      = 4'd0;
    ID_load_intruc = 1'b0;
    RF_LE          = 1'b0;
    RAM_Size       = 2'b00;
    RAM_R_W        = 1'b0;
    RAM_Enable     = 1'b0;
    jumpl_intruct  = 1'b0;
    PSR_Enable     = 1'b0;
    Load_Call_jmpl = 2'b00;
    target_sel     = 1'b0;
    alu_src_EX     = 1'b0;
    mem_to_reg_WB  = 1'b0;
    imm_ext        = {{16{instr[15]}}, instr[15:0]};
    rs1 = instr[23:19];
    rs2 = instr[18:14];
    rd  = instr[4:0];
    keyword = "nop";
  end
  endtask
  always @* begin
    defaults();
    case (op)
      8'b10001010: begin
        keyword       = "add";
        ID_ALU_op     = 4'd0;
        SOH_S         = 4'b1000;
        alu_src_EX    = 1'b0;
        RF_LE         = 1'b1;
        mem_to_reg_WB = 1'b0;
        PSR_Enable    = 1'b0;
      end
      8'b10000110: begin
        keyword       = "subcc";
        ID_ALU_op     = 4'd1;
        SOH_S         = 4'b0100;
        alu_src_EX    = 1'b0;
        RF_LE         = 1'b1;
        mem_to_reg_WB = 1'b0;
        PSR_Enable    = 1'b1;
      end
      8'b11000100: begin
        keyword       = "ldub";
        ID_ALU_op     = 4'd0;
        SOH_S         = 4'b0000;
        alu_src_EX    = 1'b1;
        ID_load_intruc = 1'b1;
        RF_LE         = 1'b1;
        mem_to_reg_WB = 1'b1;
        RAM_Size      = 2'b01;
        RAM_R_W       = 1'b0;
        RAM_Enable    = 1'b1;
        Load_Call_jmpl = 2'b01;
      end
      8'b11001010: begin
        keyword       = "stb";
        ID_ALU_op     = 4'd0;
        SOH_S         = 4'b0100;
        alu_src_EX    = 1'b1;
        RF_LE         = 1'b0;
        RAM_Size      = 2'b01;
        RAM_R_W       = 1'b1;
        RAM_Enable    = 1'b1;
      end
      8'b00010010: begin
        keyword       = "bne";
        SOH_S         = 4'd0;
        ID_Branch_Instruc = 1'b1;
        target_sel    = 1'b1;
      end
      8'b00001011: begin
        keyword       = "sethi";
        ID_ALU_op     = 4'd5;
        SOH_S         = 4'b0100;
        alu_src_EX    = 1'b1;
        RF_LE         = 1'b0;
        mem_to_reg_WB = 1'b0;
        imm_ext       = {instr[21:0], 10'b0};
      end
      8'b01000000: begin
        keyword       = "call";
        SOH_S         = 4'b0000;
        ID_ALU_op     = 4'b1110;
        call_instruc  = 1'b1;
        Load_Call_jmpl = 2'b10;
        target_sel    = 1'b1;
        RF_LE         = 1'b1;
        rd            = 5'd15;
      end
      8'b10000001: begin
        keyword       = "jmpl";
        SOH_S         = 4'd0;
        jumpl_intruct = 1'b1;
        Load_Call_jmpl = 2'b11;
        target_sel    = 1'b1;
        RF_LE         = (instr[4:0] != 5'd0) ? 1'b1 : 1'b0;
        rd            = instr[4:0];
      end
      8'b00000000: begin
        keyword       = "nop";
        SOH_S         = 4'b1000;
        ID_ALU_op     = 4'd0;
      end
      default: begin
        keyword       = "unk";
      end
    endcase
  end
endmodule
```

==> impl_metrics.tcl <==
# implementation run metrics
set metrics [dict create \
    worstPathArrival_ns 3.49 \
    maxCapViolations 0 \
    maxSlewHeadroom 0.586 \
    pre_cts_slack_ns 0.606 \
    drc 0 \
    num_vias 1667 \
    synth_area_per_cell_sq_um 6.61 \
    postCtsSetupBuffers 0 \
    grt_usage 0.149 \
    setup_slack_ns 0.591 \
    p_leak_nw 1.18 \
    rsz0062_at_grt "no" \
    cts_resized 0 \
    die_area_sq_um 7920 \
    fp_util 0.322 \
    setup.worst_path.class "primary input to output pin" \
    final_area_sq_um 2400 \
    portBuffers 122 \
    grt_max_degree 23 \
    fp.dieW_microns 89 \
    finalCritPeriodShare 0.884 \
    ioPinCount 183 \
    common_cells "75 x buf_4, 24 x nand2_1, 16 x a21o_1" \
    yosys-top-cells-area "buf_4 38%, a21o_1 8.0%, nand2_1 6.0%" \
    finalHoldViolCount 0 \
    p_per_area_nw_per_um2 46.5 \
    tns_ns 0 \
    ant_nets 0 \
    grt_pass1_wl_microns 9440 \
    antenna_found_initial 0 \
    max_freq_mhz 222 \
    end_kind "output pin" \
    hold_path.startpoint "instr[22]" \
    crit_fanout 12 \
    n_antenna_cell 0 \
    slew_viol_final 0 \
    rows 25 \
    whs_endpoint "rs1[3]" \
    place_area_sq_um 2400 \
    drive_gt1_frac 0.0438 \
    grt-ovfl-total 0 \
    dr.pass1.iters 6 \
    syn_inst 227 \
    grt_busiest_layer "met2" \
    ys.warnings.count 1 \
    top_cell_area_share 0.375 \
    nClkBuffers 0 \
    ctsHoldBuffers 0 \
    cp-start-kind "primary input" \
    hold_class "primary input to output pin" \
    top_area_cell "buf_4" \
    grt_pass1_vias 1654 \
    seq_cell_count 0 \
    dp.final_hpwl_microns 5880 \
    ys_seq_share 0 \
    area_delta_synth_final_pct 60.0 \
    ys_area_sq_um 1500 \
    dp.cells 374 \
    period_minus_slack_ns 4.51 \
    report.final.setup_viol 0 \
    required_ns 4.08 \
    detail_route.wirelength_microns 6740 \
    drtIter0Drc 74 \
    warning_count 33 \
    instances_no_fill 374 \
    tightestPinTransition_ns 0.621 \
    min_path_cells 0 \
    use_met1 0.194 \
    wl_per_cell_microns 18.0 \
    power_mw 0.112 \
    syn_area_sq_um 1500 \
    use_met3 0.0257 \
    peakVddDrop_mv 0.0226 \
    grt_use_met2 0.267 \
    ys_types 46 \
    vias_per_cell 4.46 \
    gp_congestion 0.811 \
    core_sq_um 4660 \
    die_y_microns 89 \
    outcome "finished, final reports clean" \
    ys_cells 227 \
    top_cell "buf_4" \
    regArea_sq_um 0 \
]
-- worst max-delay path, stage by stage --
cell             delay, ns
clkdlybuf4s50_1       0.74
and3b_1               0.31
and4_1                0.51
buf_4                 0.27
nand2_1               0.09
nand2_1               0.07
clkdlybuf4s50_1       0.47
-- how the worst max path moves through the flow --
stage	start	end	cells after the start
after CTS	instr[25]	RF_LE	7
after global routing	instr[25]	RF_LE	7
final	instr[25]	imm_ext[11]	7
-- metrics by stage --
| step | hold slack [ns] | utilization |
|---|---|---|
| after floorplan | 2.09 | - |
| after global placement | 2.04 | 0.515 |
| after detailed placement | 2.04 | 0.515 |
| after CTS | 2.04 | 0.515 |
| after global routing | 2.04 | 0.515 |
| final | 2.04 | 0.515 |
-- placed cells by master, fill, tap and decap left out, drive strengths merged, types with 2 or more instances in the layout --
cell type,instances
a2111oi,2
a21o,16
a21oi,2
a31oi,2
and2,13
and3,3
and3b,4
buf,6
clkdlybuf4s50,122
conb,56
inv,8
nand2,24
nand2b,5
nand3,4
nand3b,2
nand4,4
nor2,9
nor2b,3
nor3,3
nor3b,4
o211a,2
o211ai,3
o21ai,5
or3b,2
or4,3
xor2,2
-- layer usage --
metal	vias to the layer above	share of wire
li1	828	-
met1	749	0.41
met2	88	0.51
met3	2	0.082
met4	0	0.00089
met5	-	0
-- where the power goes --
group	internal (mW)	switching, mW
registers	0	0
logic	0.0720	0.0398
clock network	0	0
-- cells by family after synthesis --
kind of cell / synth area share
AOI/OAI and AO/OA: 0.204
xor gates and xnor gates: 0.0117
other: 0.00501
buffers and inverters: 0.444
and+or+nand+nor: 0.336
-- cell type report --
cell class         count  area (sq um)
fillers              490          2260
repair buffers       128          1270
multi-input cells    184          1040
inverters              8          30.0
well taps             54          67.6
No activity file was given, so power comes from the tool's default toggle rates.
