## design.v

```verilog
module RegFile (
  input  wire        clk,
  input  wire        we,
  input  wire [4:0]  waddr,
  input  wire [31:0] wdata,
  input  wire [4:0]  raddr1,
  input  wire [4:0]  raddr2,
  output wire [31:0] rdata1,
  output wire [31:0] rdata2
);
  reg [31:0] regs [31:0];
  integer i;
  initial begin
    for (i=0;i<32;i=i+1) regs[i] = 32'd0;
  end
  always @(posedge clk) begin
    if (we && (waddr != 5'd0))
      regs[waddr] <= wdata;
  end
  assign rdata1 = (raddr1 == 5'd0) ? 32'd0 : regs[raddr1];
  assign rdata2 = (raddr2 == 5'd0) ? 32'd0 : regs[raddr2];
endmodule
```

## run.sh

```bash
#!/bin/bash
# OpenROAD 26Q1-2900-gdf79404cd8, Yosys 0.63+post, stock flow scripts
make -C /OpenROAD-flow-scripts/flow DESIGN_CONFIG=/design/flow/config.mk WORK_HOME=/design/flow/orfs finish
```

## config.mk

```make
export PLATFORM = sky130hd
export DESIGN_NAME = RegFile
export DESIGN_NICKNAME = RegFile
export VERILOG_FILES = /design/flow/design.v
export SDC_FILE = /design/flow/constraint.sdc
export NUM_CORES = 4
export LEC_CHECK = 1
export CORE_UTILIZATION = 30
```

## constraint.sdc

```tcl
current_design RegFile

set clk_period 7.4
set clk_io_pct 0.2

create_clock -name clk0 -period $clk_period [get_ports {clk}]

set non_clock_inputs [all_inputs -no_clocks]
set_input_delay [expr $clk_period * $clk_io_pct] -clock clk0 $non_clock_inputs
set_output_delay [expr $clk_period * $clk_io_pct] -clock clk0 [all_outputs]
```

==> results.txt <==
impl run done, here's what came out: fin crit period 6100 ps, cycle use final 82.5%, final cell count without fillers 4,897, pre-CTS setup slack 1260 ps, # resized after CTS 0, total die size 161,000 um2, WL final 153,000 um, DP Area 52,100 um2, Crit Path Category in2out, CTS max path bufs 3, total CTS buffers 101, worst hold path cell count 2, first-pass GRT wire length 218,000 um, setup TNS 0 ps, number of antenna-violating nets in the routed design 0, fraction of registers with async set/reset 0%, unrepaired setup endpoints after global routing no, DRC Markers 0, Top cell area share 64.2%, Mapped Cells 2,564, Area Growth Syn to Fin 16.1%, Reg clk slew, reported paths 60 ps, GRT Util Overall 20.3%, post-cts hold buffer count 0, CTS root buffer clkbuf_16, Max Cap Violations 0, DR vias/cell 5.66, area of the core 158,000 um2, synth unique cells 39, yosys synthesis chip area 47,900 um2, Regs by FF count regs x1024, Starting Density 30.2%, Worst slew margin 34.2%, Synth warnings 1, CP Max Fanout 44, placed insts 4,711, buffers added on ports 112, Max IR drop VDD 0.169 mV, final worst slack 1300 ps, pin count of the biggest net entering global routing 89, Detailed Route Iter0 Violations 1,576, H-tree Lvls 3, die width 402 um, yosys stat cell total 2,564, Boundary Pins 113, Largest register FFs 1,024, largest register by flop count regs, proportion of layout cells with a drive suffix above 1 27.2%, number of enable flip-flop cells 1,024, power consumption 0.0132 W, Synth Cell Area 47,900 um2, row cnt 146, post-synthesis register bit count 1,024, clk sinks 1,024, CP startpoint kind primary input, WP data arrival 4620 ps, Synth top cells by count edfxtp_1, mux2i_1, mux4_2, Slew @ Worst Pin 985 ps, 1st-pass router iterations 7, Finished Cell Area 55,600 um2, pwr dens 237 nW/um2, Leak 17.8 nW, ys flop type edfxtp_1, Die Span Y 402 um, leading area contributor after synthesis edfxtp_1, Synth top cell by count edfxtp_1, initial antenna violation count 4, Seq/Total Area, Yosys 64.2%, via count 27,700, grt total ovfl 0, crit path DRT 5920 ps, post-DP HPWL 88,800 um, status complete, no violations, TritonCTS clock tree yes, Hold Path Class in2reg, Post-CTS Setup Inserts 0, Fin. Hold Viols 0, Crit. End Element output pin, Fmax 164 MHz, RePlAce Congestion 0.902, final setup fails 0, fin. max-slew vios 0, number of global-route vias before repair 30,300, OpenROAD warnings 26, Synth area leaders edfxtp_1, mux4_2, mux2i_1, mean area per synthesized cell 18.7 um2, Filler Cell Count 14,400, drt wl/cell 31.3 um
==> through the flow <==
stage | hold slack, ps | util (%)
2_1_floorplan | 1580 | -
3_3_place_gp | 2300 | 32.9
3_5_place_dp | 2310 | 32.9
4_1_cts | 1540 | 35.1
5_1_grt | 1610 | 35.1
6_report | 1580 | 35.1
==> cell families (layout without fill, tap and decap cells) <==
family / count (synthesis) / count (layout) / synth area share (%)
multiplexers: 736 / 736 / 25.0
AND-OR/OR-AND: 374 / 374 / 6.15
AND/OR/NAND/NOR: 212 / 212 / 2.18
buffers and inverters: 217 / 446 / 2.44
other: 1 / 33 / 0.00783
flip-flops: 1024 / 1024 / 64.2
==> power by group <==
| group | internal [W] | switching [W] | total (W) |
|---|---|---|---|
| Sequential | 0.00647 | 0.0000346 | 0.00650 |
| Combinational | 0.000506 | 0.000684 | 0.00119 |
| Clock | 0.00323 | 0.00224 | 0.00547 |
==> final timing paths <==
kind | start | endpoint | slack [ps]
worst max-delay path | raddr2[0] | rdata2[13] | 1300
worst min-delay path | wdata[20] | regs[16][20]$_DFFE_PP_ | 1580
==> layer usage <==
metal / part of all wire, % / track usage (%)
met5: 0.32 / 2.44
met4: 3.7 / 5.84
met3: 19 / 17.0
met2: 46 / 30.1
met1: 31 / 21.3
==> layout by cell type (no fill, tap or decap), types with 33 or more instances in the layout <==
cell,instances
a22oi_1,64
buf_4,139
a211oi_1,53
mux2_2,64
mux4_2,316
a221oi_1,38
clkdlybuf4s50_1,102
nor2_4,33
mux4_1,36
edfxtp_1,1024
nand2_1,85
clkbuf_16,104
mux2i_1,320
o221ai_1,64
o21ai_0,50
==> layout make-up <==
| type | count | area (um2) | area share, % |
|---|---|---|---|
| clock inverter | 66 | 841 | 1.51 |
| antenna | 1 | 2.50 | 0.00450 |
| inverter | 2 | 10.0 | 0.0180 |
| timing repair buffer | 259 | 2340 | 4.21 |
| clock buffer | 119 | 2660 | 4.78 |
| sequential | 1024 | 30700 | 55.3 |
| multi-input combinational | 1354 | 16400 | 29.5 |
| tap | 2072 | 2590 | 4.66 |
==> worst max-delay path, stage by stage <==
cell             delay [ps]
buf_8                   390
buf_4                   670
mux4_1                  640
mux2_2                  280
a221oi_1                400
a211oi_1                100
clkdlybuf4s50_1         540
Power figures rest on the tool's default switching activity, not on a simulated workload.
